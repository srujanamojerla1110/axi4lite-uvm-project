## flow/design.v

```verilog
module axi_lite_slave #(
    parameter int ADDR_WIDTH = 4,
    parameter int DATA_WIDTH = 32,
    parameter int NUM_REGS = 4
)(
    input  logic                     ACLK,
    input  logic                     ARESETN,
    input  logic [ADDR_WIDTH-1:0]    AWADDR,
    input  logic                     AWVALID,
    output logic                     AWREADY,
    input  logic [DATA_WIDTH-1:0]    WDATA,
    input  logic                     WVALID,
    output logic                     WREADY,
    output logic [1:0]               BRESP,
    output logic                     BVALID,
    input  logic                     BREADY,
    input  logic [ADDR_WIDTH-1:0]    ARADDR,
    input  logic                     ARVALID,
    output logic                     ARREADY,
    output logic [DATA_WIDTH-1:0]    RDATA,
    output logic [1:0]               RRESP,
    output logic                     RVALID,
    input  logic                     RREADY
);
  logic [DATA_WIDTH-1:0] regfile [0:NUM_REGS-1];
    logic [ADDR_WIDTH-1:0] awaddr_reg;
    logic [DATA_WIDTH-1:0] wdata_reg;
    logic aw_done, w_done;
    logic [ADDR_WIDTH-1:0] araddr_reg;
    logic ar_done;
    logic addr_valid_write;
    logic addr_valid_read;
    assign addr_valid_write = (awaddr_reg[3:2] < 4);
    assign addr_valid_read  = (araddr_reg[3:2] < 4);
    always_ff @(posedge ACLK or negedge ARESETN) begin
        if (!ARESETN) begin
            AWREADY <= 0;
            WREADY  <= 0;
            BVALID  <= 0;
            BRESP   <= 2'b00;
            aw_done <= 0;
            w_done  <= 0;
        end
        else begin
            if (AWVALID && !aw_done) begin
                AWREADY   <= 1;
                awaddr_reg <= AWADDR;
                aw_done   <= 1;
            end
            else begin
                AWREADY <= 0;
            end
            if (WVALID && !w_done) begin
                WREADY    <= 1;
                wdata_reg <= WDATA;
                w_done    <= 1;
            end
            else begin
                WREADY <= 0;
            end
            if (aw_done && w_done && !BVALID) begin
                if (addr_valid_write) begin
                    regfile[awaddr_reg[3:2]] <= wdata_reg;
                    BRESP <= 2'b00;
                end
                else begin
                    BRESP <= 2'b10;
                end
                BVALID  <= 1;
                aw_done <= 0;
                w_done  <= 0;
            end
            if (BVALID && BREADY)
                BVALID <= 0;
        end
    end
    always_ff @(posedge ACLK or negedge ARESETN) begin
        if (!ARESETN) begin
            ARREADY <= 0;
            RVALID  <= 0;
            RRESP   <= 0;
            RDATA   <= 0;
            ar_done <= 0;
        end
        else begin
            if (ARVALID && !ar_done) begin
                ARREADY   <= 1;
                araddr_reg <= ARADDR;
                ar_done   <= 1;
            end
            else begin
                ARREADY <= 0;
            end
            if (ar_done && !RVALID) begin
                if (addr_valid_read) begin
                    RDATA <= regfile[araddr_reg[3:2]];
                    RRESP <= 2'b00;
                end
                else begin
                    RDATA <= 32'hDEADBEEF;
                    RRESP <= 2'b10;
                end
                RVALID <= 1;
                ar_done <= 0;
            end
            if (RVALID && RREADY)
                RVALID <= 0;
        end
    end
endmodule
```

## flow/run.sh

```bash
#!/bin/bash
# OpenROAD 26Q1-2900-gdf79404cd8, Yosys 0.63+post, stock flow scripts
make -C /OpenROAD-flow-scripts/flow DESIGN_CONFIG=/design/flow/config.mk WORK_HOME=/design/flow/orfs finish
```

## flow/config.mk

```make
export PLATFORM = sky130hd
export DESIGN_NAME = axi_lite_slave
export DESIGN_NICKNAME = axi_lite_slave
export VERILOG_FILES = /design/flow/design.v
export SDC_FILE = /design/flow/constraint.sdc
export NUM_CORES = 4
export LEC_CHECK = 1
export CORE_UTILIZATION = 50
```

## flow/constraint.sdc

```tcl
current_design axi_lite_slave

set clk_period 5.4
set clk_io_pct 0.2

create_clock -name clk0 -period $clk_period [get_ports {ACLK}]

set non_clock_inputs [all_inputs -no_clocks]
set_input_delay [expr $clk_period * $clk_io_pct] -clock clk0 $non_clock_inputs
set_output_delay [expr $clk_period * $clk_io_pct] -clock clk0 [all_outputs]
```

==> results_dict.tcl <==
# collected from the flow reports
set metrics [dict create \
    ys_seq_frac 0.802 \
    num_vias 3218 \
    p_per_area_nw_per_um2 465 \
    die_w_um 124 \
    rows 44 \
    yosysChipArea_um2 7390 \
    finalHoldViolCount 0 \
    grt_max_degree 45 \
    grt_overflow 0 \
    top_cell_area_share 0.666 \
    yosysWarnings 2 \
    area_leaders "edfxtp_1 67%, dfrtp_1 14%, mux4_2 9.1%, mux2_4 6.1%, buf_12 0.81%" \
    slew_violations 0 \
    antenna_cells 0 \
    leakagePower_uw 0.00315 \
    finClkSkew_ps 9.98 \
    grt_pass1_wl_mm 17.9 \
    postRouteAntennaNets 0 \
    cts_made_buffers 21 \
    ios 88 \
    final_cell_mix "164 x edfxtp_1, 78 x clkdlybuf4s50_1, 40 x dfrtp_1, 30 x mux4_2, 30 x mux2_4" \
    synthesis.area_um2 7390 \
    outcome "complete, no violations" \
    max_freq_ghz 0.385 \
    worstHoldPathType "flop to flop" \
    cp-start-kind "input port" \
    setup_viol 0 \
    lay_top_count "edfxtp_1" \
    routed_wl_mm 11.7 \
    final.setup.worst_slack_ps 2800 \
    grt_pass1_vias 3374 \
    worst_pin_slew_ps 681 \
    dpl.hpwl_mm 5.96 \
    ys_cells 306 \
    wl_per_cell_um 19.4 \
    cts_resized 0 \
    synth_cell_types 24 \
    drt_iter0_drc 228 \
    h-tree-depth 1 \
    grt_use_total 0.181 \
    largest_register_ff_count 128 \
    synth_flop_count 204 \
    antenna_found_initial 0 \
    crit_fanout 44 \
    finalSetupTns_ps 0 \
    via_per_inst 5.34 \
    die-area_um2 15300 \
    period_minus_slack_ps 2600 \
    ir_drop_uv 231 \
    cts.clk_slew.worst_paths_ps 60 \
    endpoint_kind "flop" \
    cts.sink_count 204 \
    avgSynthCellArea_um2 24.1 \
    whs_ps 495 \
    clk_latency_ps 480 \
    cts_tree "done" \
    yosysTopAreaCell "edfxtp_1" \
    maxCapViolCount 0 \
    floorplan.core_util 0.510 \
    dp_slack_ps 2260 \
    required_ps 5520 \
    firstDrtPassIters 4 \
    nFillCells 994 \
    post-route-period-util 0.481 \
    netlist_instances 306 \
    port_buffers 79 \
    rsz0062_at_grt "false" \
    drcViolationCount 0 \
    core_area_um2 14500 \
    gp_congestion 0.710 \
    warnings 29 \
    cts.root.buffer_cell "clkbuf_16" \
    path_class "input port to flop" \
    postCtsHoldBufs 0 \
    clk_path_buf_depth 3 \
    post_cts.repair.setup_buffers 0 \
    area_delta_synth_final_pct 22.1 \
    drive_gt1_frac 0.255 \
    relSlewSlack 0.546 \
    dieHeight_um 124 \
    critPathArrivalTime_ps 2710 \
]
-- Yosys cell counts, drive strengths merged --
| library cell | instances |
|---|---|
| nor2 | 1 |
| a21oi | 1 |
| mux4 | 32 |
| nor3 | 4 |
| o21a | 2 |
| and2 | 3 |
| clkbuf | 2 |
| o21ai | 1 |
| buf | 13 |
| nand4b | 1 |
| conb | 1 |
| nand3b | 1 |
| inv | 3 |
| mux2 | 32 |
| a21o | 1 |
| nor2b | 4 |
| dfrtp | 40 |
| edfxtp | 164 |
-- cell families after synthesis --
family	after synthesis	synth area share
and+or+nand+nor	14	0.0113
muxes	64	0.163
DFF	204	0.802
buffers and inverters	18	0.0193
other	1	0.000507
AOI/OAI and AO/OA	5	0.00440
-- power by group --
group	switching (uW)	internal, uW	leakage (uW)
logic	230	554	0.000872
clock network	549	787	0.000319
registers	123	1950	0.00196
-- final timing paths --
kind	start	to	slack [ps]	cells after the start
max in group asynchronous	ARESETN	RDATA[25]	4290	2
worst min-delay path	wdata_reg[14]	regfile[2][14]	490	0
min in group asynchronous	ARESETN	AWREADY	700	2
worst min register to register	wdata_reg[14]	regfile[2][14]	490	0
worst max-delay path	ARESETN	regfile[2][5]	2800	5
worst max register to register	araddr_reg[2]	RDATA[31]	3480	3
-- critical path, cell delays in order --
cell and delay (ps):
buf_2 80, buf_4 490, nand4b_1 370, nor3_2 200, buf_4 460
-- routing by layer --
layer	track usage	vias up	routed length, um
li1	-	1427	-
met1	0.299	1616	4760
met2	0.262	153	5570
met3	0.0822	22	1100
met4	0.0377	0	286
met5	0	-	0
-- cell type report --
type	instances	area (um2)	area share
Inverter	3	11.3	0.00125
Clock inverter	11	77.6	0.00860
Clock buffer	26	564	0.0625
Sequential cell	204	5930	0.657
Tap cell	184	230	0.0255
Timing Repair Buffer	88	853	0.0946
Multi-Input combinational cell	87	1360	0.151
-- stage by stage --
stage / instances / power [uW] / cell area (um2) / util
finish: 603 / 4200 / 9020 / 0.623
global route: 603 / 4390 / 9020 / 0.623
CTS: 603 / 4260 / 9020 / 0.623
detailed placement: 566 / 2910 / 8380 / 0.579
global placement: 566 / 2890 / 8380 / 0.579
floorplan: 309 / 2500 / 7400 / -
Power is estimated from default activity; no workload was simulated.
